## flow/run.sh

```bash
#!/bin/bash
# OpenROAD 26Q1-2900-gdf79404cd8, Yosys 0.63+post, stock flow scripts
make -C /OpenROAD-flow-scripts/flow DESIGN_CONFIG=/design/flow/config.mk WORK_HOME=/design/flow/orfs finish
```

## flow/config.mk

```make
export PLATFORM = sky130hd
export DESIGN_NAME = ahb2apb
export DESIGN_NICKNAME = ahb2apb
export VERILOG_FILES = /design/flow/design.v
export SDC_FILE = /design/flow/constraint.sdc
export NUM_CORES = 4
export LEC_CHECK = 1
export CORE_AREA = 10 10 179 179
export DIE_AREA = 0 0 189 189
export SYNTH_HDL_FRONTEND = slang
```

## flow/constraint.sdc

```tcl
current_design ahb2apb

set clk_period 3.5
set clk_io_pct 0.2

create_clock -name clk0 -period $clk_period [get_ports {HCLK}]

set non_clock_inputs [all_inputs -no_clocks]
set_input_delay [expr $clk_period * $clk_io_pct] -clock clk0 $non_clock_inputs
set_output_delay [expr $clk_period * $clk_io_pct] -clock clk0 [all_outputs]
```

## flow/design.v

```verilog
interface ahb_interface (input logic clock);
    logic                       HRESETn;
    logic [32-1:0]  HADDR;
    logic [1:0]                 HTRANS;
    logic                       HWRITE;
    logic [32-1:0]     HWDATA;
    logic                       HSELAHB;
    logic [32-1:0]     HRDATA;
    logic                       HREADY;
    logic                       HRESP;
    clocking ahb_driver_cb @(posedge clock);
        default input #1 output #1;
        output HRESETn;
        output HADDR;
        output HTRANS;
        output HWRITE;
        output HWDATA;
        output HSELAHB;
        input  HREADY;
    endclocking
    clocking ahb_monitor_cb @(posedge clock);
        default input #1 output #1;
        input HRESETn;
        input HADDR;
        input HTRANS;
        input HWRITE;
        input HWDATA;
        input HSELAHB;
        input HRDATA;
        input HREADY;
        input HRESP;
    endclocking
    modport AHB_DRIVER  (clocking ahb_driver_cb,  input clock);
    modport AHB_MONITOR (clocking ahb_monitor_cb, input clock);
endinterface
interface apb_interface (input logic clock);
    logic [32-1:0]     PRDATA [8-1:0];
    logic [8-1:0]   PSLVERR;
    logic [8-1:0]   PREADY;
    logic [32-1:0]     PWDATA;
    logic                       PENABLE;
    logic [8-1:0]   PSELx;
    logic [32-1:0]  PADDR;
    logic                       PWRITE;
    clocking apb_driver_cb @(posedge clock);
        default input #1 output #1;
        output  PRDATA;
        output  PSLVERR;
        output  PREADY;
    endclocking
    clocking apb_monitor_cb @(posedge clock);
        default input #1 output #1;
        input PRDATA;
        input PSLVERR;
        input PREADY;
        input PWDATA;
        input PENABLE;
        input PSELx;
        input PADDR;
        input PWRITE;
    endclocking
    modport APB_DRIVER  (clocking apb_driver_cb, input clock);
    modport APB_MONITOR (clocking apb_monitor_cb, input clock);
endinterface
module ahb2apb 
			   #(parameter NO_OF_SLAVES = 8,
			   	 parameter ADDR_WIDTH = 32,
			   	 parameter DATA_WIDTH = 32,
			   	 parameter SLAVE_START_ADDR_0 = 32'h000,
			   	 parameter SLAVE_END_ADDR_0 = 32'h0ff,
			   	 parameter SLAVE_START_ADDR_1 = 32'h100,
			   	 parameter SLAVE_END_ADDR_1 = 32'h1ff,
			   	 parameter SLAVE_START_ADDR_2 = 32'h200,
			   	 parameter SLAVE_END_ADDR_2 = 32'h2ff,
			   	 parameter SLAVE_START_ADDR_3 = 32'h300,
			   	 parameter SLAVE_END_ADDR_3 = 32'h3ff,
			   	 parameter SLAVE_START_ADDR_4 = 32'h400,
			   	 parameter SLAVE_END_ADDR_4 = 32'h4ff,
			   	 parameter SLAVE_START_ADDR_5 = 32'h500,
			   	 parameter SLAVE_END_ADDR_5 = 32'h5ff,
			   	 parameter SLAVE_START_ADDR_6 = 32'h600,
			   	 parameter SLAVE_END_ADDR_6 = 32'h6ff,
			   	 parameter SLAVE_START_ADDR_7 = 32'h700,
			   	 parameter SLAVE_END_ADDR_7 = 32'h7ff)
			    (HCLK, HRESETn, HADDR, HTRANS, HWRITE, HWDATA, HSELAHB,
				 HRDATA, HREADY, HRESP,
				 PRDATA, PSLVERR, PREADY,
				 PWDATA, PENABLE, PSELx, PADDR, PWRITE);
	input	wire 						HCLK;
	input	wire 						HRESETn;
	input	wire 	[ADDR_WIDTH - 1:0]	HADDR;
	input	wire 	[1:0]				HTRANS;
	input	wire						HWRITE;
	input	wire	[DATA_WIDTH - 1:0]	HWDATA;
	input	wire						HSELAHB;
	output	reg 	[DATA_WIDTH - 1:0]	HRDATA;
	output	reg 						HREADY;
	output	reg 						HRESP;
	input	wire 	[DATA_WIDTH - 1:0]  PRDATA	[NO_OF_SLAVES - 1:0];
	input	wire	[NO_OF_SLAVES - 1:0]PSLVERR;
	input 	wire 	[NO_OF_SLAVES - 1:0]PREADY;
	output	reg 	[DATA_WIDTH - 1:0]	PWDATA;
	output	reg 						PENABLE;
	output	reg 	[NO_OF_SLAVES - 1:0]PSELx;
	output	reg 	[ADDR_WIDTH - 1:0]	PADDR;
	output	reg 						PWRITE;
			reg		[ADDR_WIDTH - 1:0]	HADDR_Temp;
			reg		[DATA_WIDTH - 1:0]	HWDATA_Temp;
			reg		[NO_OF_SLAVES - 1:0]PSELx_Temp;
			reg		[NO_OF_SLAVES - 1:0]PSELx_Curr;
			reg		[2:0]				Slave_number;
	typedef enum {IDLE, READ, W_WAIT, WRITE,
				  WRITE_P, W_ENABLE, W_ENABLE_P, R_ENABLE} states;
			states	current_state;
			states	next_state;
			reg		valid;
			reg		HWRITE_Reg;
	always @ (*)
	begin
		if(HSELAHB && (HTRANS == 2'b10 || HTRANS == 2'b11))
			valid = 1'b1;
		else
			valid = 1'b0;
		if(HRESETn == 1'b0)
			next_state = IDLE; 
	end
	always @ (posedge HCLK)
	begin
		if(PSLVERR[Slave_number] == 1'b0)
		begin
			current_state 	= next_state;
			HRESP			= 1'b0;
		end
		else
		begin
			current_state 	= IDLE;
			HRESP			= 1'b1;
		end
	end	
	always @ (posedge HCLK)
	begin
		case (current_state)
			IDLE:	begin
				PSELx 	= 8'b0;
				PENABLE = 1'b0;
				HREADY	= 1'b1;
				if(valid == 1'b0)
					next_state = IDLE;
				else if (valid == 1'b1)
					if(HWRITE == 1'b0)
						next_state = READ;
					else if (HWRITE == 1'b1)
						next_state = W_WAIT;
			end
			READ:	begin
				PSELx	= PSELx_Curr;
				PADDR	= HADDR;
				PWRITE	= 1'b0;
				PENABLE	= 1'b0;
				HREADY	= 1'b0;
				next_state = R_ENABLE;	
			end
			W_WAIT:	begin
				PENABLE		= 1'b0;
				HADDR_Temp	= HADDR;
				PSELx_Temp	= PSELx_Curr;
				HWRITE_Reg	= HWRITE;
				if(valid == 1'b0)
					next_state = WRITE;
				else if(valid == 1'b1)
					next_state = WRITE_P;
			end
			WRITE:	begin
				PSELx 	= PSELx_Temp;
				PADDR 	= HADDR_Temp;
				PWDATA 	= HWDATA;
				PWRITE 	= 1'b1;
				PENABLE = 1'b0;
				HREADY 	= 1'b0;
				if(valid == 1'b0)
					next_state = W_ENABLE;
				else if (valid == 1'b1)
					next_state = W_ENABLE_P;
			end
			WRITE_P:	begin
				PSELx 		= PSELx_Temp;
				PADDR 		= HADDR_Temp;
				PWDATA		= HWDATA;
				PWRITE		= 1'b1;
				PENABLE		= 1'b0;
				HREADY		= 1'b0;
				HADDR_Temp	= HADDR;
				HWRITE_Reg	= HWRITE;
				PSELx_Temp	= PSELx_Curr;
				next_state = W_ENABLE_P;
			end
			W_ENABLE:	begin
				if(PREADY[Slave_number]==1'b1)
				begin
					PENABLE	= 1'b1;
					HREADY	= 1'b1;
					if(valid == 1'b1 && HWRITE == 1'b0)
						next_state = READ;
					else if (valid == 1'b1 && HWRITE ==1'b1)
						next_state = W_WAIT;
						 else if (valid == 1'b0)
							next_state = IDLE;
				end
				else
					next_state = W_ENABLE;
			end
			W_ENABLE_P:	begin
				if(PREADY[Slave_number]==1'b1)
				begin
					PENABLE = 1'b1;
					HREADY 	= 1'b1;
					if(valid == 1'b0 && HWRITE == 1'b1)
						next_state = WRITE;
					else if (valid == 1'b1 && HWRITE == 1'b1)
						next_state = WRITE_P;
						else if(HWRITE == 1'b0)
							next_state = READ;
				end
				else
					next_state = W_ENABLE_P;			
			end
			R_ENABLE:	begin
				if(PREADY[Slave_number]==1'b1)
				begin
					PENABLE	= 1'b1;
					HRDATA 	= PRDATA[Slave_number];
					HREADY	= 1'b1;
					if(valid == 1'b0)
						next_state = IDLE;
					else if(HWRITE == 1'b0)
						next_state = READ;
					else if (HWRITE == 1'b1)
						next_state = W_WAIT;
				end
				else
					next_state = R_ENABLE;					
			end
		endcase
	end
	always @(*)
	begin
		PSELx_Curr			= 8'h01;
		Slave_number		= 3'd0;
		if((HADDR >= SLAVE_START_ADDR_0) && (HADDR <= SLAVE_END_ADDR_0) && (NO_OF_SLAVES >= 1)) 
		begin
			PSELx_Curr 		= 8'h01;
			Slave_number	= 3'd0;
		end
		if((HADDR >= SLAVE_START_ADDR_1) && (HADDR <= SLAVE_END_ADDR_1) && (NO_OF_SLAVES >= 2)) 
		begin	
			PSELx_Curr 		= 8'h02;
			Slave_number	= 3'd1;
		end
		if((HADDR >= SLAVE_START_ADDR_2) && (HADDR <= SLAVE_END_ADDR_2) && (NO_OF_SLAVES >= 3)) 
		begin
			PSELx_Curr 		= 8'h04;
			Slave_number	= 3'd2;
		end
		if((HADDR >= SLAVE_START_ADDR_3) && (HADDR <= SLAVE_END_ADDR_3) && (NO_OF_SLAVES >= 4)) 
		begin
			PSELx_Curr 		= 8'h08;
			Slave_number	= 3'd3;
		end
		if((HADDR >= SLAVE_START_ADDR_4) && (HADDR <= SLAVE_END_ADDR_4) && (NO_OF_SLAVES >= 5)) 
		begin
			PSELx_Curr 		= 8'h10;
			Slave_number	= 3'd4;
		end
		if((HADDR >= SLAVE_START_ADDR_5) && (HADDR <= SLAVE_END_ADDR_5) && (NO_OF_SLAVES >= 6)) 
		begin
			PSELx_Curr 		= 8'h20;
			Slave_number	= 3'd5;
		end
		if((HADDR >= SLAVE_START_ADDR_6) && (HADDR <= SLAVE_END_ADDR_6) && (NO_OF_SLAVES >= 7)) 
		begin
			PSELx_Curr 		= 8'h40;
			Slave_number	= 3'd6;
		end
		if((HADDR >= SLAVE_START_ADDR_7) && (HADDR <= SLAVE_END_ADDR_7) && (NO_OF_SLAVES >= 8)) 
		begin
			PSELx_Curr 		= 8'h80;
			Slave_number	= 3'd7;
		end
	end
endmodule
```

==> ci_impl_report.md <==
### Flow metrics

| Metric | Value |
|---|---|
| Run status | completed |
| Number of placed instances, taps included | 539 |
| Tmin final | around 2.1 ns |
| Number of ports placed on the die boundary | roughly 450 |
| Final Max Tran Viols | 0 |
| Most used DFF post-synth | dfxtp_1 |
| Logic area | 562 sq um |
| First-pass GRT wire length | about 3.5 mm |
| Number of warnings in the stage logs | 337 |
| Setup repair after global routing missed its margin | no |
| Standard cell core area | between 20,000 and 30,000 sq um |
| Average vias per placed instance | between 1 and 1.5 |
| Number of remaining DRC errors | 0 |
| Seq/Total Area, Yosys | 0.0201 |
| Total standard cell area after synthesis | roughly 1000 sq um |
| Number of synthesized flops with an enable pin | 0 |
| Maximum cell stage delay along the critical path | 0.41 ns |
| ANT nets after route | 0 |
| Share of layout cells above drive strength 1 | 0.0311 |
| Most instantiated library cell after synthesis | buf_4 |
| Endpoints failing hold | 0 |
| Initial antenna violation count | 0 |
| Post-CTS setup buffer count | 0 |
| Critical path launch point | HADDR[31] |
| Grt ovf | 0 |
| Maximum Capacitance Violations | 0 |
| Data arrival time of the critical path | 2.08 ns |
| Placed wire-length estimate after detailed placement | 2.60 mm |
| Number of antenna repair diodes | 0 |
| Number of flip-flops in the largest register | 1 |
| FP Rows | a little over 60 |
| Die W | ~190 um |
| Detailed-route wire length | about 2.7 mm |
| First DRT Iteration DRCs | 9 |
| Vias in the first global route | about 800 |
| Crit-path slowest cell | clkdlybuf4s50_1 |
| Top cells by instance count after synthesis | buf_4, mux2i_1, nor4_2 |
| Number of warnings issued by yosys | around 64 |
| Maximum clock frequency | between 0.4 and 0.5 GHz |
| Synthesis-to-finish area growth | 39.1% |
| Core Util at FP | 0.0356 |
| Biggest area consumer among synthesized cells | buf_4 |
| Chip footprint | about 36,000 sq um |
| Final core occ | 0.0494 |
| Count of distinct cell types in the synthesized netlist | 17 |
| Maximum number of pins on one net before global-route repair | 6 |
| Clk slew on worst S/H paths | 0 ns |
| Area fraction of the dominant cell type after synthesis | 0.807 |
| Crit share post-route | 0.614 |
| Die y size | ~190 um |
| Detailed-route wire length per cell | 4.98 um |
| Detailed-router iteration count before antenna repair | 4 |
| Power density over the cells | around 50 nW/um^2 |
| Synthesized area divided by synthesized cell count | ~7.6 sq um |
| Share of async-settable or async-resettable flops after synthesis | 0 |
| Total Neg Setup Slack | 0 ns |
| Critical path capture point type | register |
| Startpoint types | input pin |
| Top cells by area, synth | buf_4, nor4_2, mux2i_1, dfxtp_1, a2bb2oi_2 |
| Worst vdd ir | roughly 0.000019 V |
| Tightest Hold Check Type | in -> reg |
| Post-route total power | ~0.069 mW |
| Number of non-filler instances in the completed layout | between 500 and 600 |
| Critical path fanouts, max | 2 |
| Destination of the critical timing path | HRESP |
| Area occupied by registers | roughly 20 sq um |
| Hold Buf Count CTS | 0 |
| Port Buffers | 33 |
| Count of instantiated cells in the yosys netlist | around 130 |
| Worst Path Required | between 3 and 4 ns |
| Synthesis area per yosys | roughly 1000 sq um |
| Post-cts sizing count | 0 |
| Detailed-route via count | 585 |
| Kind of critical path | in -> reg |
| Total routing resource utilization after global routing | 0.0116 |
| Leak | about 0.52 nW |
| Yosys reg bits | 1 |
| Finish-stage setup viols | 0 |
| Cells traversed along the worst timing path | clkdlybuf4s50_1, nor4_2, nand4_1, nor3_2, a2bb2oi_2 |
| Syn Inst Count | ~130 |
| Tally of filler cells in the layout | 3,359 |
| GPL Wtd Cong | 0.676 |
==> final cells by class <==
type                    instances  area share
multi-input cells             127       0.406
flip-flops and latches          1      0.0145
well taps                     378       0.341
repair buffers                 33       0.238
==> through the flow <==
stage          area (sq um)  hold WS, ns  worst slack (ns)
2_1_floorplan          1390        0.833              2.02
3_3_place_gp           1390         1.32              1.27
5_1_grt                1390         1.33              1.18
3_5_place_dp           1390         1.33              1.26
6_report               1390         1.33              1.35
4_1_cts                1390         1.33              1.25
==> layer usage <==
metal | share of wire | vias up | global-route usage
li1 | - | 261 | -
met4 | 0 | 0 | 0
met1 | 0.52 | 229 | 0.0170
met2 | 0.39 | 95 | 0.0179
met5 | 0 | - | 0
met3 | 0.085 | 0 | 0.00299
==> critical path, delay by kind of cell <==
kind	cells	cell delay, ns
AND/OR/NAND/NOR	3	0.85
buffers and inverters	1	0.41
AND-OR/OR-AND	1	0.13
==> logic make-up after synthesis <==
| group | share of synthesized area |
|---|---|
| compound gates | 0.0289 |
| flops | 0.0201 |
| buf+inv | 0.812 |
| mux | 0.0302 |
| simple gates | 0.102 |
| other cells | 0.00754 |
==> power breakdown <==
part	internal (mW)	switching [mW]	leakage (nW)
clock network	0	0	0
registers	0.0123	0.000247	0.00844
logic	0.0373	0.0192	0.513
==> worst min path at each step <==
stage	start	to	slack [ns]	depth (start not counted)
final	PSLVERR[0]	HRESP	1.33	2
after CTS	PSLVERR[0]	HRESP	1.33	2
after global routing	PSLVERR[0]	HRESP	1.33	2
==> placed cells by master (no fill, tap or decap), drive strengths merged <==
cell / n
mux2i: 3
clkdlybuf4s50: 33
nor4b: 1
nor4: 4
nand3b: 1
conb: 107
nand2: 2
o211ai: 1
nor3: 3
nand4: 1
nor2: 2
dfxtp: 1
a2bb2oi: 1
a31oi: 1
Power is estimated from default activity; no workload was simulated.
